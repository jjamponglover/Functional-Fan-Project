==> flow/design.v <==
`timescale 1ns / 1ps
module sram_8bit_1024 ( 
	input clk,  
	input wr_en, rd_en, 
	input [9:0] addr,
	inout [7:0] data  
	);
	reg [7:0] mem [0:1023];  
	always @(posedge clk) begin
		if (wr_en)  mem[addr] <= data;
	end
	assign data = rd_en ? mem[addr] : 'bz;  
endmodule
==> flow/run.sh <==
#!/bin/bash
# OpenROAD 26Q1-2900-gdf79404cd8, Yosys 0.63+post, stock flow scripts
make -C /OpenROAD-flow-scripts/flow DESIGN_CONFIG=/design/flow/config.mk WORK_HOME=/design/flow/orfs finish
==> flow/config.mk <==
export PLATFORM = sky130hd
export DESIGN_NAME = sram_8bit_1024
export DESIGN_NICKNAME = sram_8bit_1024
export VERILOG_FILES = /design/flow/design.v
export SDC_FILE = /design/flow/constraint.sdc
export NUM_CORES = 4
export LEC_CHECK = 1
export CORE_UTILIZATION = 30
export SYNTH_MEMORY_MAX_BITS = 65536
==> flow/constraint.sdc <==
current_design sram_8bit_1024

set clk_period 77.5
set clk_io_pct 0.2

create_clock -name clk0 -period $clk_period [get_ports {clk}]

set non_clock_inputs [all_inputs -no_clocks]
set_input_delay [expr $clk_period * $clk_io_pct] -clock clk0 $non_clock_inputs
set_output_delay [expr $clk_period * $clk_io_pct] -clock clk0 [all_outputs]
==> GITHUB_STEP_SUMMARY <==
### Metrics collected by this job

| Metric | Value |
|---|---|
| CTS Hold Bufs | `0` |
| CTS H-tree lvls | `6` |
| Unique masters post-synth | `58` |
| Post-synth seq share | `0.778` |
| Ys flops | `8192` |
| Yosys Chip Area | `0.316 mm2` |
| Number of CTS-inserted buffers | `801` |
| Initial Util | `0.301` |
| Syn Inst Count | `16700` |
| Post-CTS sizing | `0` |
| Asr flop ratio synth | `0` |
| Dpl hpwl | `555 mm` |
| Fail Step | `clock tree synthesis (4_1_cts)` |
| Clk buf depth | `4` |
| CTS sink count | `between 8000 and 9000` |
| Ports | `21` |
| Die span in y | `1.03 mm` |
| Count of buffers from port buffering | `11` |
| Syn_area_per_cell | `19.0 um2` |
| Stop err | `[error] [KeplerFormal.cpp:679] Workflow failed: Iso has multiple drivers: .data1, place1243.X0` |
| Root Buffer Master | `clkbuf_16` |
| Cell Rows | `376` |
| Placer Congestion | `0.891` |
| Flip-flops with a built-in enable | `8192` |
| Cell count listed in synth_stat.txt | `16700` |
| Setup repair bufs after CTS | `0` |
| Die x size | `1.03 mm` |
| Post-Syn Area | `about 0.32 mm2` |
| Warnings from Yosys | `2` |
| Main synth FF type | `edfxtp_1` |
| Status | `stopped before the end` |
## logic make-up after synthesis
kind of cell	count (synthesis)	synth area share
compound gates	1817	0.0379
mux	3447	0.139
simple gates	2117	0.0287
buf+inv	1083	0.0162
flops	8192	0.778
## synthesized netlist by cell type, types with 30 or more instances
library cell | instances | share of area
a211oi_1 | 51 | 0.0012
o21ai_0 | 127 | 0.0020
or4_1 | 30 | 0.00071
clkbuf_1 | 459 | 0.0055
mux2i_1 | 2684 | 0.085
edfxtp_1 | 8192 | 0.78
a21oi_1 | 75 | 0.0012
a22oi_1 | 145 | 0.0034
nand2_1 | 231 | 0.0027
buf_1 | 49 | 0.00058
mux4_2 | 748 | 0.053
nor4_1 | 195 | 0.0039
o22ai_1 | 1098 | 0.022
o211ai_1 | 67 | 0.0016
nor3_1 | 174 | 0.0028
buf_4 | 124 | 0.0029
nor2_1 | 1384 | 0.016
buf_2 | 444 | 0.0070
a31oi_1 | 34 | 0.00067
o2111ai_1 | 106 | 0.0029
## metrics by stage
step	worst slack [ns]	instances	hold slack, ns	utilization	instance area (um2)
floorplan	29.00	16700	9.79	-	316000
global placement	36.90	30300	1.42	0.319	335000
detailed placement	36.85	30300	1.40	0.319	335000
